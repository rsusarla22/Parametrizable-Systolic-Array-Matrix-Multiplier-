## design/flow/design.v

```verilog
module PISO #(
    parameter N = 64,            
    parameter DATA_WIDTH = 16,
    parameter DELAY_CYCLES = 0   
)(
    input clk,
    input rst,
    input start,
    input [N-1:0] data_in,
    output reg [DATA_WIDTH-1:0] data_out,
    output reg valid
);
    reg [N-1:0] queue;
    reg [$clog2(N/DATA_WIDTH):0] shift_count;
    reg [$clog2(DELAY_CYCLES+1):0] delay_count;
    reg active;
    always @(posedge clk) begin
        if (rst) begin
            queue <= 0;
            shift_count <= 0;
            delay_count <= 0;
            data_out <= 0;
            valid <= 0;
            active <= 0;
        end
        else if (start && !active) begin
            queue <= data_in;
            delay_count <= 0;
            shift_count <= 0;
            active <= 1;
            valid <= 0;
        end
        else if (active) begin
            if (delay_count < DELAY_CYCLES) begin
                delay_count <= delay_count + 1;
                valid <= 0;
            end
            else if (shift_count < N/DATA_WIDTH) begin
                data_out <= queue[DATA_WIDTH-1:0];
                queue <= queue >> DATA_WIDTH;
                shift_count <= shift_count + 1;
                valid <= 1;
            end
            else begin
                valid <= 0;
            end
        end
    end
endmodule
```

## design/flow/constraint.sdc

```tcl
current_design PISO

set clk_period 7.4
set clk_io_pct 0.2

create_clock -name clk0 -period $clk_period [get_ports {clk}]

set non_clock_inputs [all_inputs -no_clocks]
set_input_delay [expr $clk_period * $clk_io_pct] -clock clk0 $non_clock_inputs
set_output_delay [expr $clk_period * $clk_io_pct] -clock clk0 [all_outputs]
```

## design/flow/config.mk

```make
export PLATFORM = sky130hd
export DESIGN_NAME = PISO
export DESIGN_NICKNAME = PISO
export VERILOG_FILES = /design/flow/design.v
export SDC_FILE = /design/flow/constraint.sdc
export NUM_CORES = 4
export LEC_CHECK = 1
export CORE_UTILIZATION = 40
```

## design/flow/run.sh

```bash
#!/bin/bash
# OpenROAD 26Q1-2900-gdf79404cd8, Yosys 0.63+post, stock flow scripts
make -C /OpenROAD-flow-scripts/flow DESIGN_CONFIG=/design/flow/config.mk WORK_HOME=/design/flow/orfs finish
```

==> run summary <==
fresh numbers from the pnr run: run status finished, final reports clean, Port Buffers around 83, Root Driver sky130_fd_sc_hd__clkbuf_8, Period Utilization, post-route 43.72%, number of synthesized register bits 85, startpoint of the worst hold path queue[4], first-pass detailed-route iteration total 4, cts hold-fix bufs 0, count of instantiated cells in the yosys netlist approximately 420, via count of the first global-routing pass ~2600, yosys stat area roughly 0.0036 mm², sequence of cells on the critical path clkdlybuf4s50_1 -> nand2b_4 -> buf_4 -> nor2_1 -> a311oi_2, row count 34, die boundary width slightly below 100 µm, vertical die size between 90 and 100 µm, cell resize tally after clock tree synthesis 0, global placer's final weighted congestion roughly 0.74, Area growth, synth to finish 27.29%, Warnings, synthesis 1, clock buffer count from CTS 9, transition at the pin with the smallest max-transition slack 0.7689 ns, P_leak 1.536 nW, initial drt markers ~95, overall fraction of global-route tracks in use roughly 17%, final setup violation count 0, CP startpoint start, Clock Skew 0.01128 ns, fin util around 52%, RSZ-0062 raised after global routing false, path class of the lowest-slack min-delay path reg -> reg, netlist area before placement approximately 0.0036 mm², number of unique standard cell types used by synthesis 20, Worst R2R Start active, Final Hold Viols 0, Die Outline Area 0.009322 mm², Critical Path End Type flip-flop, first-pass GRT wire length around 13000 µm, via-per-instance ratio 4.955, IR Drop Worst-Case VDD slightly below 0.0001 V, clock latency reported for the late side of the worst-skew pair ~0.34 ns, arrival time at the worst endpoint roughly 3.5 ns, critical path data required time ~7.6 ns, FP Core Util about two fifths, warning total across the stage logs 25, final critical-path required period between 3 and 4 ns, number of antenna repair diodes 0, crit-path leading delay family buffers and inverters, post-route DRC violation count 0, fraction of final layout cells with drive strength greater than 1 10.91%, total detailed-routing wirelength 7685 µm, largest stage delay on the critical path 0.57 ns, slowest stage cell, crit path sky130_fd_sc_hd__nand2b_4, final max-slew violation count 0, largest net degree at the start of global routing roughly 63, Setup crit start kind input pin, count of vias placed by the detailed router ~3000, Std-Cell Core Area 0.008678 mm², number of antenna violations at the first check in global routing 0, Final ANT Viol Nets 0, post-synthesis average cell area between 8 and 9 µm², setup bufs post-CTS 0, final HPWL from detailed placement just under 5000 µm, clock slew seen by the registers of the worst setup and hold paths about 0.090 ns, Cells after Synth about 420, wire per inst approximately 13 µm, summed negative setup slack over all endpoints 0 ns, aggregate global routing overflow 0, count of cells along the worst register-to-register path 4, CTS max path bufs 2, total power roughly 0.96 mW, number of primary I/O pins between 80 and 90, critical path start-end classification in -> reg, proportion of synthesized chip area in sequential cells a little under half, worst max-slew margin expressed relative to the limit 48.74%, number of clock sinks about 85, areal power density over the cells approximately 210 mW/mm², combined buffer and inverter count along the critical path 2, highest achievable clock rate a little over 300 MHz, Min-Delay Path Depth 2, Maximum Capacitance Violations 0, Crit Path Max Fanout slightly above 60, Crit path depth 5, number of H-tree branching levels 3, clock tree from TritonCTS built
-- report_power, final --
part	internal [mW]	leakage, nW	switching (mW)
registers	0.488	0.699	0.0153
logic	0.0693	0.751	0.0707
clock network	0.157	0.0858	0.160
-- synthesized netlist by cell type --
| cell type | n | area share (%) |
|---|---|---|
| sky130_fd_sc_hd__a21oi_1 | 39 | 5.5 |
| sky130_fd_sc_hd__and2b_2 | 1 | 0.24 |
| sky130_fd_sc_hd__nand2_1 | 132 | 14 |
| sky130_fd_sc_hd__xnor2_1 | 1 | 0.24 |
| sky130_fd_sc_hd__mux2i_1 | 1 | 0.28 |
| sky130_fd_sc_hd__nand3_1 | 22 | 3.1 |
| sky130_fd_sc_hd__a311oi_1 | 13 | 3.2 |
| sky130_fd_sc_hd__buf_1 | 1 | 0.10 |
| sky130_fd_sc_hd__buf_2 | 22 | 3.1 |
| sky130_fd_sc_hd__buf_6 | 6 | 1.9 |
| sky130_fd_sc_hd__dfxtp_1 | 85 | 48 |
| sky130_fd_sc_hd__ha_1 | 1 | 0.35 |
| sky130_fd_sc_hd__nand2b_1 | 2 | 0.35 |
| sky130_fd_sc_hd__nor2_1 | 46 | 4.8 |
| sky130_fd_sc_hd__nor2b_1 | 1 | 0.18 |
| sky130_fd_sc_hd__clkbuf_1 | 9 | 0.94 |
| sky130_fd_sc_hd__nor3_1 | 2 | 0.28 |
| sky130_fd_sc_hd__a22oi_1 | 7 | 1.5 |
| sky130_fd_sc_hd__a311oi_2 | 29 | 12 |
| sky130_fd_sc_hd__buf_4 | 2 | 0.42 |
-- per-layer routing --
layer	vias to the layer above	share of wire, %	global-route usage, %
li1	1562	-	-
met1	1298	52	29.33
met2	79	42	25.35
met3	4	5.5	2.068
met4	0	0.52	2.083
met5	-	0	0
-- flip-flops by register name (all words and copies together), names as in the netlist --
register,flops
active,1
queue,64
data_out,16
valid,1
shift_count,3
-- cell families (layout without fill, tap and decap cells) --
group / count (synthesis) / in the layout / share of synthesized area (%)
AND/OR/NAND/NOR: 206 / 206 / 22.81
flip-flops: 85 / 85 / 47.59
AND-OR/OR-AND: 88 / 88 / 22.29
adder cells (fa/ha/maj): 1 / 1 / 0.3498
XOR/XNOR: 1 / 1 / 0.2450
multiplexers: 1 / 1 / 0.2799
buffers and inverters: 40 / 104 / 6.438
-- area by class of cell --
cell class / instances / area (µm²)
Fill cell: 831 / 4126
Clock inverter: 5 / 61.31
Tap cell: 108 / 135.1
Timing Repair Buffer: 88 / 865.8
Sequential cell: 85 / 1702
Multi-Input combinational cell: 297 / 1657
Clock buffer: 11 / 131.4
-- layout by cell type, fill, tap and decap left out --
master / synthesis / final
sky130_fd_sc_hd__a21oi_1: 39 / 39
sky130_fd_sc_hd__a22oi_1: 7 / 7
sky130_fd_sc_hd__a311oi_1: 13 / 13
sky130_fd_sc_hd__a311oi_2: 29 / 29
sky130_fd_sc_hd__and2b_2: 1 / 1
sky130_fd_sc_hd__buf_4: 2 / 6
sky130_fd_sc_hd__bufinv_16: 0 / 1
sky130_fd_sc_hd__clkbuf_1: 9 / 2
sky130_fd_sc_hd__clkbuf_8: 0 / 9
sky130_fd_sc_hd__clkdlybuf4s50_1: 0 / 82
sky130_fd_sc_hd__clkinv_4: 0 / 1
sky130_fd_sc_hd__clkinvlp_4: 0 / 3
sky130_fd_sc_hd__dfxtp_1: 85 / 85
sky130_fd_sc_hd__ha_1: 1 / 1
sky130_fd_sc_hd__mux2i_1: 1 / 1
sky130_fd_sc_hd__nand2_1: 132 / 132
sky130_fd_sc_hd__nand2b_2: 0 / 1
sky130_fd_sc_hd__nand2b_4: 0 / 1
sky130_fd_sc_hd__nand3_1: 22 / 22
sky130_fd_sc_hd__nor2_1: 46 / 46
sky130_fd_sc_hd__nor2b_2: 0 / 1
sky130_fd_sc_hd__nor3_1: 2 / 2
sky130_fd_sc_hd__xnor2_1: 1 / 1
-- metrics by stage --
step | hold slack [ns] | instance area (µm²) | instances | setup slack, ns
finish | 0.4429 | 4552 | 594 | 4.165
floorplan | 0.4218 | 3576 | 422 | 5.128
CTS | 0.4442 | 4552 | 594 | 4.191
global route | 0.4482 | 4552 | 594 | 4.008
detailed placement | 0.4437 | 4359 | 578 | 3.836
global placement | 0.4405 | 4359 | 578 | 3.891
-- worst reg2reg max path: stages, from the launching register on --
cell and delay [ns]:
sky130_fd_sc_hd__dfxtp_1 0.46, sky130_fd_sc_hd__nand2b_4 0.65, sky130_fd_sc_hd__buf_4 0.58, sky130_fd_sc_hd__nor2_1 0.13, sky130_fd_sc_hd__a311oi_2 0.24
-- final timing paths --
| path | endpoint | slack [ns] |
|---|---|---|
| setup / recovery | queue[33] | 4.17 |
| hold / removal | data_out[4] | 0.44 |
| setup reg to reg | queue[33] | 5.25 |
| hold reg to reg | data_out[4] | 0.44 |
Power is estimated from default activity; no workload was simulated.
